--- flow/run.sh ---
#!/bin/bash
# OpenROAD 26Q1-2900-gdf79404cd8, Yosys 0.63+post, stock flow scripts
make -C /OpenROAD-flow-scripts/flow DESIGN_CONFIG=/design/flow/config.mk WORK_HOME=/design/flow/orfs finish
--- flow/config.mk ---
export PLATFORM = sky130hd
export DESIGN_NAME = barrelShifter
export DESIGN_NICKNAME = barrelShifter
export VERILOG_FILES = /design/flow/design.v
export SDC_FILE = /design/flow/constraint.sdc
export NUM_CORES = 4
export LEC_CHECK = 1
export CORE_UTILIZATION = 30
--- flow/constraint.sdc ---
current_design barrelShifter

set clk_period 6.5
set clk_io_pct 0.2

create_clock -name clk0 -period $clk_period

set non_clock_inputs [all_inputs -no_clocks]
set_input_delay [expr $clk_period * $clk_io_pct] -clock clk0 $non_clock_inputs
set_output_delay [expr $clk_period * $clk_io_pct] -clock clk0 [all_outputs]
--- flow/design.v ---
module barrelShifter #(
	parameter N = 16,
	parameter B = $clog2(N)		
) (
	input [N-1:0]num,
	input [B-1:0]shift_num,
	input LbarR,
	input ASR,rotate,
	output [N-1:0] out
);
wire [N-1:0] inbtw [B:0];
wire [1:0] sbit [B-1:0];
genvar k;
generate
	for (k = 0; k < B; k = k+1) begin: select_logic
		assign sbit[k][1] = LbarR & shift_num[k];
		assign sbit[k][0] = (ASR == 1'b1) ? 1'b0 : shift_num[k];
	end
endgenerate
assign inbtw[B] = num;
genvar i,j;
generate
	for(i = B-1; i >= 0; i = i-1) begin: stage
		for(j = N-1; j >= 0; j = j-1) begin: mux
			if(j >= N-(2**i)) begin
				mux8x1 mz(.sel(sbit[i]), .rotate(rotate), .in({1'b0, inbtw[i+1][N-1], inbtw[i+1][j-(2**i)], inbtw[i+1][j]}), .rr(inbtw[i+1][(2**i)-(N-j)]), .rl(inbtw[i+1][j-(2**i)]), .out(inbtw[i][j]));
			end
			else if(j < N-(2**i) && j >= (2**i)) begin
				mux8x1 ml(.sel(sbit[i]), .rotate(rotate), .in({inbtw[i+1][j+(2**i)], inbtw[i+1][j+(2**i)], inbtw[i+1][j-(2**i)], inbtw[i+1][j]}), .rr(inbtw[i+1][j+(2**i)]), .rl(inbtw[i+1][j-(2**i)]), .out(inbtw[i][j]));
			end
			else begin
				mux8x1 ms(.sel(sbit[i]), .rotate(rotate), .in({inbtw[i+1][j+(2**i)], inbtw[i+1][j+(2**i)], 1'b0, inbtw[i+1][j]}), .rr(inbtw[i+1][j+(2**i)]), .rl(inbtw[i+1][(N+j)-(2**i)]), .out(inbtw[i][j]));
			end
		end
	end
endgenerate
assign out = inbtw[0];
endmodule
module mux8x1(
	input [3:0]in,
	input rl,rr,
	input [1:0]sel,
	input rotate,
	output out
);
assign out = rotate ?((~sel[1] & ~sel[0] & in[0]) |
              (~sel[1] & sel[0] & rl) |
              (sel[1] & ~sel[0] & in[0]) |
              (sel[1] & sel[0] & rr)):
				  ((~sel[1] & ~sel[0] & in[0]) |
              (~sel[1] & sel[0] & in[1]) |
              (sel[1] & ~sel[0] & in[2]) |
              (sel[1] & sel[0] & in[3]));
endmodule
==> impl_metrics.toml <==
# physical design summary
[die]
die_h_um = 87.5
die_area_um2 = 7660
ioPinCount = 39
die_w_um = 87.5
fp-utilization_pct = 31.6
core_um2 = 6940
rows = 30

[placement]
hpwl_um = 6290
io_buffer_count = 39
place_congestion = 0.982

[timing]
finalClockPeriodUsage_pct = 93.6
finalSetupTns_ns = 0
relSlewSlack_pct = 41.9
tightest_slew_ns = 0.869
hold_viol = 0
period_needed_ns = 6.08
rsz0062_at_grt = "no"
slew_viol_final = 0
fmax_mhz = 164
holdWs_ns = 3.81
setup_viol = 0

[drt]
drtIter0Drc = 426
drc = 0
viasPerCell = 6.60
dr.pass1.iters = 6
diodes = 0
num_vias = 2932
drt_wl_total_um = 8040
ant_nets = 0
wl_per_cell_um = 18.1

[synth]
ys_cells = 338
seq_area_frac_synth_pct = 0
synth.avg_cell_area_um2 = 6.49
ys_warn_count = 1
syn_area_um2 = 2190
synthCells = 338
yosys.cell_types.count = 60
ys_chip_area_um2 = 2190

[critical_path]
slowest_stage = "clkdlybuf4s50_1"
critical_path_class = "input pin to primary output"
critical_path_peak_fanout = 21
cp_slowest_stage_delay_ns = 0.70
worst_setup_path_end_kind = "primary output"
cp_cell_sequence = "clkdlybuf4s50_1, buf_4, a21oi_1, a211oi_1, nor3_1, o21ai_0, a222oi_1, o22ai_1, a21o_1, clkdlybuf4s50_1"
crit_required_ns = 5.20
crit_arrival_ns = 4.78
cp-start-kind = "input pin"
cpLargestDelayFamily = "AND-OR/OR-AND gates"
crit_top_cell = "clkdlybuf4s50_1"
path_buffers = 3

[global_routing]
grt_use_total_pct = 21.5
antenna_found_initial = 0
grt_max_degree = 22
overflow = 0
first_global_vias = 2575
grt_pass1_wl_um = 12900

[layout]
flops = 0
ff_latch_area_um2 = 0
drive_gt1_share_pct = 7.76
areaGrowthSynthToFinish_pct = 15.7
nClkBuffers = 0

[status]
status = "finished, final reports clean"

[min_path]
hold_path_class = "input pin to primary output"

[power]
p_int_mw = 0.102
power_density_nw_per_um2 = 86.0
clkPwrFrac_pct = 0
leakagePower_nw = 0.919
seq_power_share_pct = 0
vdd_drop_max_mv = 0.0270
netSwitchingFraction_pct = 53.4
p_comb_share_pct = 100.0
power_switching_mw = 0.117

[clock_tree]
postCtsSetupBuffers = 0
cts_resized = 0
cts_hold_buf = 0

[run]
log.warning_count = 32
maxCapViolCount = 0
cell usage after synthesis (8+ instances only):
cell / instances / area [um^2]
and2_1: 12 / 75.1
buf_4: 20 / 150
nand2_1: 39 / 146
nor2_1: 17 / 63.8
o21ai_0: 18 / 90.1
o31ai_1: 12 / 90.1
a21oi_1: 18 / 90.1
nand3_1: 10 / 50.1
a21o_1: 8 / 60.1
a31oi_1: 15 / 93.8
clkbuf_1: 10 / 37.5
o221ai_1: 14 / 123
buf_2: 9 / 45.0
nand2b_1: 8 / 50.1
o22ai_1: 11 / 68.8
mux2i_1: 8 / 80.1
placed cells by master, fill, tap and decap left out, types with 8 or more instances in the layout:
| master | netlist | routed |
|---|---|---|
| a21o_1 | 8 | 8 |
| a21oi_1 | 18 | 18 |
| a31oi_1 | 15 | 15 |
| and2_1 | 12 | 12 |
| buf_4 | 20 | 12 |
| clkdlybuf4s50_1 | 0 | 39 |
| mux2i_1 | 8 | 8 |
| nand2_1 | 39 | 39 |
| nand2b_1 | 8 | 8 |
| nand3_1 | 10 | 10 |
| nor2_1 | 17 | 17 |
| o21ai_0 | 18 | 18 |
| o221ai_1 | 14 | 14 |
| o22ai_1 | 11 | 11 |
| o31ai_1 | 12 | 12 |
path summary, 6_finish.rpt:
path | start | end | slack, ns | cells after the start
worst max-delay path | ASR | out[6] | 0.42 | 10
worst min-delay path | shift_num[0] | out[15] | 3.81 | 6
worst min-delay path: cells and delay by family:
family                 cells  cell delay [ns]
buffers and inverters      2             0.89
AND/OR/NAND/NOR            4             0.33
power by group through the flow:
stage	clock [mW]	sequential, mW	combinational, mW
6_report	0	0	0.218
5_1_grt	0	0	0.238
4_1_cts	0	0	0.215
cell families (layout without fill, tap and decap cells):
logic type	after synthesis	after routing	share of synthesized area, %
AOI/OAI and AO/OA	156	156	51.9
and+or+nand+nor	122	122	29.0
buffers and inverters	47	57	12.7
muxes	13	13	6.39
metrics by stage:
stage	setup WS, ns	instances	total power, mW	area (um^2)	utilization [%]
after global routing	0.113	444	0.238	2540	36.6
after global placement	0.485	444	0.216	2540	36.6
after CTS	0.497	444	0.215	2540	36.6
after detailed placement	0.506	444	0.214	2540	36.6
after floorplan	1.92	338	0.150	2190	-
final	0.419	444	0.218	2540	36.6
metal layers:
metal	share of wire (%)	up-vias	track usage, %	routed length [um]
met3	9.1	24	1.92	734
met4	2.7	0	5.37	219
met2	46	185	34.3	3680
met5	0	-	0	0
li1	-	1362	-	-
met1	42	1361	31.4	3400
layout make-up:
class | count | area [um^2]
Tap cell | 96 | 120
Inverter | 6 | 22.5
Multi-Input combinational cell | 291 | 1920
Timing Repair Buffer | 51 | 480
Fill cell | 735 | 4410
No activity file was given, so power comes from the tool's default toggle rates.
