[/design/flow/design.v]
module lookAheadCarryAdder #(parameter N = 16)(
			input [N-1:0]a,b,
			input c_in,
			output [N-1:0] sum,
			output [1:0] c_out
			);
wire [N:0]C;
wire [N-1:0] G,P,SUM;
assign C[0] = c_in;
genvar i;
generate
for(i = 0; i < N; i = i+1)begin:l1
	adder a1(.a(a[i]),.b(b[i]),.c(C[i]),.sum(SUM[i]),.cout());
	end
endgenerate
genvar j;
generate
for(j = 0; j < N; j = j+1)begin:l2
	assign G[j] = a[j] & b[j];
	assign P[j] = a[j] ^ b[j];
	assign C[j+1] = G[j] | (P[j]&C[j]);
	end
endgenerate
assign sum = SUM;
assign c_out = {C[N],C[N-1]};
endmodule
module adder(input a,b,c,
		output reg sum,cout);
always@(*)begin
{cout,sum} = a+b+c;
end
endmodule
module subAdder #(parameter N = 16)(
		input [N-1:0]a,b,
		input c_in,
		output  [N-1:0]sum,
		output  [1:0] c_out
);
wire [N-1:0]btemp;
assign btemp = b ^ {N{c_in}};
lookAheadCarryAdder #(N) adder0(.a(a), .b(btemp), .c_in(c_in), .c_out(c_out), .sum(sum));
endmodule
[/design/flow/run.sh]
#!/bin/bash
# OpenROAD 26Q1-2900-gdf79404cd8, Yosys 0.63+post, stock flow scripts
make -C /OpenROAD-flow-scripts/flow DESIGN_CONFIG=/design/flow/config.mk WORK_HOME=/design/flow/orfs finish
[/design/flow/config.mk]
export PLATFORM = sky130hd
export DESIGN_NAME = subAdder
export DESIGN_NICKNAME = subAdder
export VERILOG_FILES = /design/flow/design.v
export SDC_FILE = /design/flow/constraint.sdc
export NUM_CORES = 4
export LEC_CHECK = 1
export CORE_AREA = 10 10 70 70
export DIE_AREA = 0 0 80 80
[/design/flow/constraint.sdc]
current_design subAdder

set clk_period 11.6
set clk_io_pct 0.2

create_clock -name clk0 -period $clk_period

set non_clock_inputs [all_inputs -no_clocks]
set_input_delay [expr $clk_period * $clk_io_pct] -clock clk0 $non_clock_inputs
set_output_delay [expr $clk_period * $clk_io_pct] -clock clk0 [all_outputs]
==> flow_summary.yaml <==
# synthesis and place-and-route metrics
global_route:
  first_global_vias: 639
  grt-ovfl-total: 0
  antenna_found_initial: 0
  grt_max_degree: 12
  grt_pass1_wl_mm: 2.580
  track_usage_pct: 4.857
min_path:
  hold_class: "input pin to output port"
  min_from: "a[0]"
  worst_hold_path.endpoint: "sum[0]"
  hold_depth: 3
sta:
  fmax_mhz: 88.17
  final-max-slew-violation-count: 0
  worst_pin_slew_ps: 226.9
  timing.final.crit_period_ps: 11340
  hold_ws_ps: 5238
  max_slew_margin_pct: 84.77
  setup_viol: 0
  finalCritPeriodShare_pct: 97.78
  rsz0062_at_grt: "no"
  hold_viol_final: 0
critical_path:
  crit_type: "input pin to output port"
  crit_path_frequent_cell: "fa_1"
  startpoint_type: "input pin"
  arrival_ps: 9020
  cp_cell_sequence: "clkdlybuf4s50_1, xnor2_1, fa_1, fa_1, fa_2, fa_2, fa_1, fa_1, fa_1, fa_1, fa_1, fa_1, fa_2, fa_2, fa_1, inv_1, fa_1, inv_1, fa_1, inv_1, clkdlybuf4s50_1"
  critPathMaxFanout: 2
  crit_path_end_kind: "output port"
  cpPeakStageDelay_ps: 450
  crit_slowest_cell: "clkdlybuf4s50_1"
  critPathRequiredTime_ps: 9280
synthesis:
  ys_types: 8
  ys_seq_share_pct: 0
  syn_area_um2: 725.7
  ys_warn_count: 1
  syn_avg_cell_area_um2: 8.850
  yosys_area_um2: 725.7
  yosys_cells: 82
  synthCells: 82
floorplan:
  core_um2: 3416
  initCoreUtil_pct: 21.25
  row_count: 21
  io_pins: 51
  fp.dieW_um: 80
  die_area_um2: 6400
  die_h_um: 80
pwr:
  ir_drop_v: 0.00002083
  p_per_area_nw_per_um2: 62.60
  power_uw: 73.15
  leakagePower_uw: 0.0005391
route:
  drtPass1Iterations: 1
  wire_per_inst_um: 9.810
  antennaDiodeCount: 0
  drtIter0Drc: 0
  drc: 0
  via_per_inst: 3.399
  totalWireLength_mm: 1.599
  vias: 554
  ant_nets: 0
placed_design:
  gp_congestion: 0.7786
  dp_hpwl_mm: 1.576
  portBuffers: 51
cells_and_area:
  flops: 0
  seq_area_um2: 0
  drive_gt1_share_pct: 5.983
  nClkBuffers: 0
  area_growth_syn_to_layout_pct: 61.03
clock_network:
  hold_buffers: 0
status:
  status: "completed"
flow_run:
  maxCapViolCount: 0
  warnings: 32
-- layout make-up --
| class | instances | area (µm²) |
|---|---|---|
| fill | 364 | 2247 |
| timing repair buffer | 54 | 534.3 |
| multi-input combinational | 32 | 460.4 |
| inverter | 31 | 116.4 |
| tap | 46 | 57.56 |
-- synth_stat cells --
| cell | instances | area [µm²] |
|---|---|---|
| xor2_1 | 2 | 17.52 |
| buf_4 | 17 | 127.6 |
| fa_1 | 15 | 300.3 |
| buf_6 | 1 | 11.26 |
| xnor2_1 | 14 | 122.6 |
| buf_12 | 1 | 20.02 |
| mux2i_1 | 1 | 10.01 |
| inv_1 | 31 | 116.4 |
-- critical path: cells and delay by family --
kind       cells  cell delay (ps)
buf+inv        5             1060
xor+xnor       1              150
fa+ha+maj     15             5480
-- placed cells by master (no fill, tap or decap) --
cell type and n:
clkdlybuf4s50_1 49, inv_1 31, xnor2_1 14, fa_1 11
fa_2 4, buf_4 3, xor2_1 2, mux2i_1 1
dlymetal6s2s_1 1, dlygate4sd2_1 1
-- cell families (layout without fill, tap and decap cells) --
group	Yosys count	count (layout)	synth area share, %
buf+inv	50	85	37.93
xor+xnor	16	16	19.31
fa+ha+maj	15	15	41.38
mux	1	1	1.379
-- metal layers --
| layer | vias up | routed length, µm | track usage (%) |
|---|---|---|---|
| li1 | 268 | - | - |
| met1 | 250 | 659 | 5.732 |
| met2 | 36 | 652 | 8.106 |
| met3 | 0 | 287 | 2.614 |
| met4 | 0 | 0 | 0 |
| met5 | - | 0 | 0 |
-- per-stage QoR --
step / utilization (%) / instances / setup TNS, ps / cell area (µm²) / setup WS [ps]
after floorplan: - / 82 / 0 / 725.7 / 712.1
after CTS: 33.92 / 163 / 0 / 1159 / 44.11
after detailed placement: 33.88 / 163 / -206.0 / 1157 / -133.1
final: 34.21 / 163 / 0 / 1169 / 258.1
after global placement: 33.88 / 163 / -138.5 / 1157 / -109.4
after global routing: 34.21 / 163 / 0 / 1169 / 17.63
-- how the worst max path moves through the flow --
stage / end / slack, ps / from
4_1_cts: sum[15] / 40 / a[0]
5_1_grt: sum[15] / 20 / b[1]
6_report: sum[15] / 260 / b[1]
-- what timing repair did --
| item | CTS | global route |
|---|---|---|
| setup buffers | 0 | 0 |
| setup endpoints to repair | 2 | 2 |
| gates resized | 2 | 4 |
| gates cloned | 0 | 0 |
-- power breakdown --
part	internal (µW)	switching (µW)	total, µW
Combinational	51.2	21.9	73.2
Sequential	0	0	0
Clock	0	0	0
Power and IR drop assume default switching activity.
